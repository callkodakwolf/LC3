### design/flow/config.mk
export PLATFORM = sky130hd
export DESIGN_NAME = decode
export DESIGN_NICKNAME = decode
export VERILOG_FILES = /design/flow/design.v
export SDC_FILE = /design/flow/constraint.sdc
export NUM_CORES = 4
export LEC_CHECK = 1
export CORE_AREA = 10 10 102 102
export DIE_AREA = 0 0 112 112
### design/flow/constraint.sdc
current_design decode

set clk_period 1.4
set clk_io_pct 0.2

create_clock -name clk0 -period $clk_period [get_ports {clk}]

set non_clock_inputs [all_inputs -no_clocks]
set_input_delay [expr $clk_period * $clk_io_pct] -clock clk0 $non_clock_inputs
set_output_delay [expr $clk_period * $clk_io_pct] -clock clk0 [all_outputs]
### design/flow/design.v
module decode( 					
	input 			clk,
	input 			rst,
	input [15:0] 	npc_in,
	input 			enable_decode,
	input [15:0]	instr_mem_dout,
	input [2:0]			psr,
	output reg [15:0] 	ir,
	output wire [5:0] 	e_control,
	output reg [1:0] 	w_control,
	output reg [15:0] 	npc_out,
	output reg 		mem_control
	);
	parameter BR = 4'b0000;
	parameter JMP = 4'b1100;
	parameter ADD = 4'b0001;
	parameter AND = 4'b0101;
	parameter NOT = 4'b1001;
	parameter LD = 4'b0010;
	parameter LDR  = 4'b0110;
	parameter LDI  = 4'b1010;
	parameter LEA  = 4'b1110;
	parameter ST  = 4'b0011;
	parameter STR  = 4'b0111;
	parameter STI  = 4'b1011;		
	reg [1:0] 	alu_control;
	reg [1:0] 	pcselect1;
	reg 	 	pcselect2;
	reg 		op2select;
	assign e_control = { alu_control, pcselect1, pcselect2, op2select};
	always@(posedge clk)
		begin
			if(!rst) 
				begin
					ir <= 16'h0;
					npc_out <= 16'h0;
					alu_control <= 2'h0;
					pcselect1 <=2'h0;
					pcselect2 <=2'h0;
					op2select <=1'h0;
					w_control <= 2'h0;
					mem_control <= 1'h0;
				end
			else begin
				if(enable_decode == 1'b0) begin
					ir <= ir;
					npc_out <= npc_out;
					alu_control <= alu_control;
					pcselect1 <=pcselect1;
					pcselect2 <= pcselect2;
					op2select <= op2select;
					w_control <= w_control;
					mem_control <= mem_control;
				end
				else begin
					ir <= instr_mem_dout;
					npc_out <= npc_in;	
					casex(instr_mem_dout[15:12])
						BR:		begin 
									w_control <= 2'b00;
									pcselect1 <= 2'b01;
									pcselect2 <= 1'b1;
									mem_control <=  1'bx;
									alu_control <= 2'bxx;
									op2select <= 1'bx;
								end
						ADD:	begin 
									w_control <= 2'b00;
									alu_control <= 2'b00;
									op2select <= instr_mem_dout[5]? 1'b0:1'b1;
									mem_control <=  1'bx;
									pcselect1 <= 2'bxx;
									pcselect2 <= 1'bx;
								end
						LD:		begin
									w_control <= 2'b01;
									mem_control <= 1'b0;
									pcselect1 <= 2'b01;
									pcselect2 <= 1'b1;
									alu_control <= 2'bxx;
									op2select <= 1'bx;
								end
						ST: 	begin 
									w_control <= 2'b00;
									mem_control <= 1'b0;
									pcselect1 <= 2'b01;
									pcselect2 <= 1'b1;
									alu_control <= 2'bxx;
									op2select <= 1'bx;
								end
						AND:	begin
									w_control <= 2'b00;
									alu_control <= 2'b01;
									op2select <= instr_mem_dout[5]? 1'b0:1'b1;
									mem_control <=  1'bx;
									pcselect1 <= 2'bxx;
									pcselect2 <= 1'bx;
								end
						LDR: 	begin
									w_control <= 2'b01;
									mem_control <= 1'b0;
									pcselect1 <= 2'b10;
									pcselect2 <= 1'b0;
									alu_control <= 2'bxx;
									op2select <= 1'bx;
								end
						STR: 	begin
									w_control <= 2'b00;
									mem_control <= 1'b0;
									pcselect2 <= 1'b0;
									pcselect1 <= 2'b10;
									alu_control <= 2'bxx;
									op2select <= 1'bx;
								end
						NOT:	begin
									w_control <= 2'b00;
									alu_control <= 2'b10;
									mem_control <=  1'bx;
									pcselect1 <= 2'bxx;
									pcselect2 <= 1'bx;
									op2select <= 1'bx;
								end									
						LDI: 	begin
									w_control <=  2'b01;
									mem_control <= 1'b1;
									pcselect1 <= 2'b01;
									pcselect2 <= 1'b1;
									alu_control <= 2'bxx;
									op2select <= 1'bx;
								end
						STI: 	begin
									w_control <=  2'b00;
									mem_control <= 1'b1;
									pcselect1 <= 2'b01;
									pcselect2 <= 1'b1;
									alu_control <= 2'bxx;
									op2select <= 1'bx;
								end
						JMP:	begin
									w_control <= 2'b00;
									pcselect1 <= 2'b11;
									pcselect2 <= 1'b0;
									mem_control <=  1'bx;
									alu_control <= 2'bxx;
									op2select <= 1'bx;
								end
						LEA: 	begin
									w_control <= 2'b10;
									pcselect1 <= 2'b01;
									pcselect2 <= 1'b1;
									mem_control <=  1'bx;
									alu_control <= 2'bxx;
									op2select <= 1'bx;
								end
						default:	begin
										w_control <= 2'bxx;
										mem_control <= 1'bx;
										alu_control <= 2'bxx;
										op2select <= 1'bx;	
										pcselect1 <= 2'bxx;
										pcselect2 <= 1'bx;
									end	
					endcase
				end
			end
		end
endmodule
### design/flow/run.sh
#!/bin/bash
# OpenROAD 26Q1-2900-gdf79404cd8, Yosys 0.63+post, stock flow scripts
make -C /OpenROAD-flow-scripts/flow DESIGN_CONFIG=/design/flow/config.mk WORK_HOME=/design/flow/orfs finish
==> reports/results.ini <==
[drt]
postRouteAntennaNets = 0
drt_iter0_markers = 13
diodes = 0
wl_per_cell_um = 13.2
first_pass_iters = 4
drc_errors = 0
vias = 1287
finalWirelength_mm = 4.45
avgViaCountPerCell = 3.83

[worst_setup_path]
cp_num_cells = 1
r2r_slack_ns = 0.63
reg2reg_to = pcselect1[1]$_SDFFE_PN0P_
crit_required_ns = 1.12
start_kind = flop
reg2reg_depth = 2
worstReg2RegStart = pcselect1[1]$_SDFFE_PN0P_
path_cells = clkdlybuf4s50_1
endpoint_kind = output pin
critPathMaxFanout = 2
slowest_delay_ns = 0.46
path_buffers = 1
critPathTopFamily = buffers and inverters
cp_slowest_cell = clkdlybuf4s50_1
crit_arrival_ns = 1.08
crit_type = flop to output pin

[sta]
fin_ws_ns = 0.0434
setup_violations = 0
min_period_over_period_pct = 96.9
slew-limit-headroom_pct = 83.6
hold_viol_final = 0
max_freq_ghz = 0.737
finalSetupTns_ns = 0
hold_slack_ns = 0.462
fin_skew_ns = 0
drv_slew = 0
fin_crit_ns = 1.36
tightest_slew_ns = 0.245

[synthesis]
yosysUniqueCellTypes = 26
avgSynthCellArea_um2 = 10.9
edf_count = 0
ys.flops = 41
ys_cells = 151
synth_cells = 151
yosysChipArea_um2 = 1650
async_reset_ff_share_pct = 0
netlist_area_um2 = 1650
synth_top_flop_cell = dfxtp_1
largest_area_cell = dfxtp_1
synth_top_area_share_pct = 49.8
ys_warn_count = 1
yosysSeqAreaShare_pct = 49.8
topCellsByArea = dfxtp_1, mux2i_1, nor2b_1, buf_4, buf_8

[floorplan]
row_count = 33
chipArea_um2 = 12500
die_h_um = 112
fp-utilization_pct = 20.0
num_io_pins = 79
core_um2 = 8220
die_w_um = 112

[cts]
cts_root_buffer = clkbuf_8
cts_sinks = 41
h-tree-depth = 2
path_clk_slew_ns = 0.08
clock_path_buffers = 2
cts_tree = yes
post_cts_buffers = 0
cts_buffers = 5
cts_hold_buf = 0
clock.latency.late_pin_ns = 0.29

[cells_and_area]
fin_cells = 336
final_area_um2 = 2740
fin_util_pct = 33.4
drive_above_1_share_pct = 25.5
area_delta_synth_final_pct = 66.6
final_cell_mix = dfxtp_2, clkdlybuf4s50_1, mux2i_1, nor2b_1, dlymetal6s2s_1

[run]
cap_violations = 0
tool_warnings = 28

[global_route]
grt.total_usage_pct = 6.79
grt_pass1_wl_mm = 7.07
grt_pass1_vias = 1306
grt_max_degree = 22
grt_overflow = 0
antenna_found_initial = 0

[pwr]
p_leak_nw = 1.54
finalPower_mw = 2.52
pwr_density_cell_nw_per_um2 = 919
worst_ir_drop_vdd_uv = 400

[min_path]
hold_class = flop to flop
hp-start = alu_control[1]$_SDFFE_PN0P_
hold_path_depth = 2
worst_hold_path.endpoint = alu_control[1]$_SDFFE_PN0P_

[placed_design]
dp_cells = 328
place_area_um2 = 2530
gp_congestion = 0.768
dpl.hpwl_mm = 3.39
dp_slack_ns = -0.122
port_buffers = 75

[run_status]
status = finished, final reports clean

-- how the worst max path moves through the flow --
stage,start,to,slack (ns)
CTS,npc_out[11]$_SDFFE_PN0P_,npc_out[11],0.0004
finish,ir[2]$_SDFFE_PN0P_,ir[2],0.04
global route,npc_out[12]$_SDFFE_PN0P_,npc_out[12],-0.0005
-- state kept, by name (all words and copies together) (netlist names) --
signal       count
pcselect2        1
op2select        1
npc_out         16
ir              16
pcselect1        2
w_control        2
mem_control      1
alu_control      2
-- power breakdown --
group	switching [mW]	internal, mW
sequential	0.0303	1.24
combinational	0.125	0.270
clock	0.408	0.446
-- synthesized netlist by cell type (all sizes together), types with 2 or more instances --
cell type	number
nand2	2
dfxtp	41
nand2b	4
buf	9
inv	3
and2	2
o22ai	2
mux2i	32
nor2b	32
clkbuf	4
a31oi	2
nand4b	3
o21ai	2
a21boi	4
-- final cells by class --
class	count	area (µm²)
tap	105	131
clock buffer	7	96.3
clock inverter	1	5.00
multi-input combinational	94	719
inverter	3	11.3
timing repair buffer	85	911
sequential	41	870
fill	821	5470
-- cell families after synthesis --
| family | count (synthesis) | share of synthesized area (%) |
|---|---|---|
| simple gates | 48 | 18.4 |
| flops | 41 | 49.8 |
| mux | 32 | 19.5 |
| buf+inv | 16 | 6.46 |
| compound gates | 14 | 5.85 |
-- per-layer routing --
metal | part of all wire [%] | vias to the layer above | track usage (%) | wire length (µm)
li1 | - | 662 | - | -
met1 | 42 | 582 | 8.31 | 1860
met2 | 47 | 40 | 10.7 | 2110
met3 | 10 | 3 | 3.64 | 448
met4 | 0.72 | 0 | 0.761 | 32
met5 | 0 | - | 0 | 0
-- timing repair --
item / CTS / global route
gates cloned: 0 / 0
pin swaps: 0 / 0
hold endpoints to repair: 0 / 0
endpoints found under the setup margin: 21 / 35
gates resized: 25 / 49
Power is estimated from default activity; no workload was simulated.
