$ cat flow/run.sh
#!/bin/bash
# OpenROAD 26Q1-2900-gdf79404cd8, Yosys 0.63+post, stock flow scripts
make -C /OpenROAD-flow-scripts/flow DESIGN_CONFIG=/design/flow/config.mk WORK_HOME=/design/flow/orfs finish
$ cat flow/config.mk
export PLATFORM = sky130hd
export DESIGN_NAME = Mux_4_16
export DESIGN_NICKNAME = Mux_4_16
export VERILOG_FILES = /design/flow/design.v
export SDC_FILE = /design/flow/constraint.sdc
export NUM_CORES = 4
export LEC_CHECK = 1
export CORE_AREA = 10 10 70 70
export DIE_AREA = 0 0 80 80
$ cat flow/design.v
module Mux_4_16(
						input [15:0] Mux_input_16_0,
						input [15:0] Mux_input_16_1,
						input  select,
						output [15:0] Mux_out_16
				);
	reg [15:0] Mux_out;
	assign Mux_out_16 = Mux_out;
	always@(*) begin
		casex(select)
			1'b0:	begin
						Mux_out = Mux_input_16_0;
					end
			1'b1: 	begin 
						Mux_out = Mux_input_16_1;
					end
			default:	begin
							Mux_out = 16'hxxxx;
						end
		endcase
	end
endmodule
$ cat flow/constraint.sdc
current_design Mux_4_16

set clk_period 1.0
set clk_io_pct 0.2

create_clock -name clk0 -period $clk_period

set non_clock_inputs [all_inputs -no_clocks]
set_input_delay [expr $clk_period * $clk_io_pct] -clock clk0 $non_clock_inputs
set_output_delay [expr $clk_period * $clk_io_pct] -clock clk0 [all_outputs]
==> results.txt <==
# hold bufs at CTS = 0
CP Capture Type = primary output
Finished layout cell area = 795 µm²
Pre-CTS setup slack = -0.853 ns
Pwr dens = 379 mW/mm²
Final setup fails = 16
Average size of a mapped cell = 13.8 µm²
Cell taking the most area after synthesis = mux2_4
Final hold violations = 0
Final wirelength = 1410 µm
Critical path class = in2out
Antenna diodes = 0
CP arrival = 0.86 ns
Crit Path Max Fanout = 8
VDD IR max = 0.151 mV
Post-Syn Instances = 18
Yosys cell types = 4
Post-DR wirelength/cell = 12.4 µm
Synthesis Warnings = 1
Reg power frac = 0%
P_int = 0.234 mW
Synth Seq Share = 0%
Via count = 359
CORE AREA = 0.00342 mm²
Setup WS post-layout = -0.0564 ns
Yosys cell count = 18
Net switching fraction of the power = 22.4%
Outcome = finished, violations left
Failing checks = setup timing
First-pass GRT wire length = 2190 µm
FFs & Latches = 0
Vias in the first global route = 430
Top Ports = 49
Syn-to-layout area delta = 219%
Chip Area, Yosys = 249 µm²
Power Total = 0.301 mW
Vias per Instance = 3.18
Die Width = 80 µm
Share of layout cells above drive strength 1 = 52.2%
Post-CTS setup buffer count = 0
GRT Residual Overflow = 0
Post-DP HPWL = 1220 µm
Fill cells = 374
Synth area leaders = mux2_4, mux2_2, buf_12, buf_6
Max_slew headroom = 95.3%
RSZ-0062 raised after global routing = true
Largest net degree at the start of global routing = 9
Hold Slack = 0.794 ns
Worst setup SP type = input pin
Die y size = 80 µm
Largest type area fraction = 60.3%
Setup TNS = -0.817 ns
Pre-antenna DRT Iters = 2
Post-route core utilization = 23.3%
Final non-filler cell total = 113
Switching power = 0.0674 mW
Final Max-Slew Violation Tally = 0
Clock buffer count = 0
Worst-Margin Slew = 0.0710 ns
Hold Crit Class = in2out
Placed Instances = 112
Final antenna-violating net count = 0
Logic area = 240 µm²
GRT Total Usage = 4.20%
Combinational share of power = 100.0%
Register area = 0 µm²
Chip area = 0.00640 mm²
Fin crit period = 1.06 ns
Clk network pwr share = 0%
Placement Cell Area = 786 µm²
FP Core Util = 7.29%
Req. time, crit path = 0.80 ns
GP Congestion = 0.815
Post-synthesis cell area = 249 µm²
Buffers on Ports = 49
Crit share post-route = 106%
Initial antenna violation count = 0
Max cap viols = 0
Tool warning count = 34
FP Rows = 21
Fmax = 0.947 GHz
DRC Markers = 0
Initial drt markers = 2
Leak = 0.417 nW
[per-layer routing]
| metal | wire length (µm) | vias up | GRT usage, % |
|---|---|---|---|
| met4 | 0 | 0 | 0 |
| met2 | 337 | 49 | 4.49 |
| met3 | 329 | 0 | 3.30 |
| met1 | 738 | 143 | 6.39 |
| met5 | 0 | - | 0 |
| li1 | - | 167 | - |
[cells in the mapped netlist]
library cell / n
mux2_4: 10
mux2_2: 6
buf_12: 1
buf_6: 1
[worst max-delay path: stages]
cell and delay, ns:
buf_12 0.11, buf_12 0.14, mux2_4 0.30, buf_6 0.11
[power by group through the flow]
stage,registers [mW],logic (mW),clock network [mW]
final,0,0.301,0
after global routing,0,0.326,0
after CTS,0,0.286,0
[worst paths after layout]
kind,to,cells after the start,start,slack (ns)
max,Mux_out_16[14],4,select,-0.06
min,Mux_out_16[5],3,Mux_input_16_0[5],0.79
[layout make-up]
type               instances  area share (%)
well taps                 46            7.24
repair buffers            51            62.5
multi-input cells         16            30.2
[cell usage in the layout (no fill, tap or decap)]
| cell | count |
|---|---|
| buf_12 | 2 |
| mux2_4 | 16 |
| buf_6 | 11 |
| buf_16 | 1 |
| dlygate4sd2_1 | 32 |
| buf_2 | 5 |
[logic make-up (layout without fill, tap and decap cells)]
group / count (synthesis) / after routing / synth area share [%]
multiplexers: 16 / 16 / 87.4
buffers and inverters: 2 / 51 / 12.6
[repair_timing]
item,CTS,global route
gates cloned,1,0
setup endpoints to repair,16,16
gates resized,102,5
Power figures rest on the tool's default switching activity, not on a simulated workload.
